**./design.v**
```verilog
module project(clk,rnd,button,out,num,N,I,C,E,reset,values);
   input clk;
   input reset;
	input[3:0] num;  
	input rnd;  
	input button;  
	output [6:0] out; 
	output [6:0] values; 
	output [6:0] N;  
	output [6:0] I;  
   output [6:0] C;  
	output [6:0] E;  
	wire[3:0] rndvalue; 
	reg[3:0] a;  
	reg[3:0] displayvar;  
	reg[3:0] display;  
	reg[3:0] display2; 
	reg[3:0] display3; 
	reg[3:0] display4; 
	reg[3:0] number1;  
	reg[3:0] number2;  
	reg[3:0] number3;  
	reg[3:0] number4;  
	reg[3:0] counter; 
	reg[3:0] counts;  
reg[31:0] count; 
parameter D = 32'd3500000;
reg cout;
always @(posedge clk)
begin
   count <= count + 32'd1;
      if (count >= (D-1)) begin
         cout <= ~cout;
         count <= 32'd0;
      end
end
reg[3:0] button_r; 
always@(posedge cout)
begin
		button_r <= button;
		a <= a + 1; 
		if(a > 8)
		begin
		a <= 0;
		end
	if(button == 0 && button_r == 1)  
	begin
		counter = counter + 1;
		if(counter == 1)
		begin
			if(num == number1)
				begin
				display <= 1;
				end
		end
		if(counter == 2)
		begin
			if(num == number2)
				begin
				display2 <= 1;
				end
		end
		if(counter == 3)
		begin
			if(num == number3)
				begin
				display3 <= 1;
				end
		end
		if(counter == 4)
		begin
			if(num == number4)
				begin
				display4 <= 1;
				end
		end
	end
	if(rnd == 0) 
	begin
		counts <= counts + 1;
		if(counts >= 1 && counts < 2) 
		begin
		number1 <= a*2;
		end
		if(counts >=3 && counts < 4)
		begin
		number2 <= a*3;
		end
		if(counts >=5 && counts < 6)
		begin
		number3 <= a + 1;
		end
		if(counts >=7 && counts < 8)
		begin
		number4 <= a + 2;
		end
		if(counts == 8) 
		begin
		displayvar <= number1;
		end
		if(counts == 10)
		begin
		displayvar <= number2;
		end
		if(counts == 12)
		begin
		displayvar <= number3;
		end
		if(counts == 14 && counts < 16)
		begin
		displayvar <= number4;
		end
	end
		if(reset == 1) 
		begin
		display<=0;
		display2<=0;
		display3<=0;
		display4<=0;
		displayvar <= 0;
		a<=0;
		counts<=0;
		counter<=0;
		end
end
   assign rndvalue = displayvar; 
   assign values[0]= rnd == 1 ? 1 :(~rndvalue[3]&~rndvalue[2]&~rndvalue[1]&rndvalue[0])|(~rndvalue[3]&rndvalue[2]&~rndvalue[1]&~rndvalue[0])|(rndvalue[3]&~rndvalue[2]&rndvalue[1]&rndvalue[0])|(rndvalue[3]&rndvalue[2]&~rndvalue[1]&rndvalue[0]);
	assign values[1]= rnd == 1 ? 1 :(~rndvalue[3]&rndvalue[2]&~rndvalue[1]&rndvalue[0])|(~rndvalue[3]&rndvalue[2]&rndvalue[1]&~rndvalue[0])|(rndvalue[3]&~rndvalue[2]&rndvalue[1]&rndvalue[0])|(rndvalue[3]&rndvalue[2]&~rndvalue[1]&~rndvalue[0])|(rndvalue[3]&rndvalue[2]&rndvalue[1]&~rndvalue[0])|(rndvalue[3]&rndvalue[2]&rndvalue[1]&rndvalue[0]);
	assign values[2]= rnd == 1 ? 1 :(~rndvalue[3]&~rndvalue[2]&rndvalue[1]&~rndvalue[0])|(rndvalue[3]&rndvalue[2]&~rndvalue[1]&~rndvalue[0])|(rndvalue[3]&rndvalue[2]&rndvalue[1]&~rndvalue[0])|(rndvalue[3]&rndvalue[2]&rndvalue[1]&rndvalue[0]);
	assign values[3]= rnd == 1 ? 1 :(~rndvalue[3]&~rndvalue[2]&~rndvalue[1]&rndvalue[0])|(~rndvalue[3]&rndvalue[2]&~rndvalue[1]&~rndvalue[0])|(~rndvalue[3]&rndvalue[2]&rndvalue[1]&rndvalue[0])|(rndvalue[3]&~rndvalue[2]&rndvalue[1]&~rndvalue[0])|(rndvalue[3]&rndvalue[2]&rndvalue[1]&rndvalue[0]);
	assign values[4]= rnd == 1 ? 1 :(~rndvalue[3]&~rndvalue[2]&~rndvalue[1]&rndvalue[0])|(~rndvalue[3]&~rndvalue[2]&rndvalue[1]&rndvalue[0])|(~rndvalue[3]&rndvalue[2]&~rndvalue[1]&~rndvalue[0])|(~rndvalue[3]&rndvalue[2]&~rndvalue[1]&rndvalue[0])|(~rndvalue[3]&rndvalue[2]&rndvalue[1]&rndvalue[0])|(rndvalue[3]&~rndvalue[2]&~rndvalue[1]&rndvalue[0]);
	assign values[5]= rnd == 1 ? 1 :(~rndvalue[3]&~rndvalue[2]&~rndvalue[1]&rndvalue[0])|(~rndvalue[3]&~rndvalue[2]&rndvalue[1]&~rndvalue[0])|(~rndvalue[3]&~rndvalue[2]&rndvalue[1]&rndvalue[0])|(~rndvalue[3]&rndvalue[2]&rndvalue[1]&rndvalue[0])|(rndvalue[3]&rndvalue[2]&~rndvalue[1]&rndvalue[0]);
	assign values[6]= rnd == 1 ? 1 :(~rndvalue[3]&~rndvalue[2]&~rndvalue[1])|(~rndvalue[3]&rndvalue[2]&rndvalue[1]&rndvalue[0])|(rndvalue[3]&rndvalue[2]&~rndvalue[1]&~rndvalue[0]);
	assign out[0]=(~num[3]&~num[2]&~num[1]&num[0])|(~num[3]&num[2]&~num[1]&~num[0])|(num[3]&~num[2]&num[1]&num[0])|(num[3]&num[2]&~num[1]&num[0]);
	assign out[1]=(~num[3]&num[2]&~num[1]&num[0])|(~num[3]&num[2]&num[1]&~num[0])|(num[3]&~num[2]&num[1]&num[0])|(num[3]&num[2]&~num[1]&~num[0])|(num[3]&num[2]&num[1]&~num[0])|(num[3]&num[2]&num[1]&num[0]);
	assign out[2]=(~num[3]&~num[2]&num[1]&~num[0])|(num[3]&num[2]&~num[1]&~num[0])|(num[3]&num[2]&num[1]&~num[0])|(num[3]&num[2]&num[1]&num[0]);
	assign out[3]=(~num[3]&~num[2]&~num[1]&num[0])|(~num[3]&num[2]&~num[1]&~num[0])|(~num[3]&num[2]&num[1]&num[0])|(num[3]&~num[2]&num[1]&~num[0])|(num[3]&num[2]&num[1]&num[0]);
	assign out[4]=(~num[3]&~num[2]&~num[1]&num[0])|(~num[3]&~num[2]&num[1]&num[0])|(~num[3]&num[2]&~num[1]&~num[0])|(~num[3]&num[2]&~num[1]&num[0])|(~num[3]&num[2]&num[1]&num[0])|(num[3]&~num[2]&~num[1]&num[0]);
	assign out[5]=(~num[3]&~num[2]&~num[1]&num[0])|(~num[3]&~num[2]&num[1]&~num[0])|(~num[3]&~num[2]&num[1]&num[0])|(~num[3]&num[2]&num[1]&num[0])|(num[3]&num[2]&~num[1]&num[0]);
	assign out[6]=(~num[3]&~num[2]&~num[1])|(~num[3]&num[2]&num[1]&num[0])|(num[3]&num[2]&~num[1]&~num[0]);
	assign N[0]= display == 1 ? 0 : 1;
	assign N[1]= display == 1 ? 0 : 1;
	assign N[2]= display == 1 ? 0 : 1;
	assign N[3]= 1;
	assign N[4]= display == 1 ? 0 : 1;
   assign N[5]= display == 1 ? 0 : 1;
	assign N[6]= 1;
   assign I[0]= 1;
	assign I[1]= display2 == 1 ? 0 : 1;
	assign I[2]= display2 == 1 ? 0 : 1;
	assign I[3]= 1;
	assign I[4]= 1;
   assign I[5]= 1;
	assign I[6]= 1;
	assign C[0]= display3 == 1 ? 0 : 1;
	assign C[1] = 1;
	assign C[2] = 1;
	assign C[3]= display3 == 1 ? 0 : 1;
	assign C[4]= display3 == 1 ? 0 : 1;
   assign C[5]= display3 == 1 ? 0 : 1;
	assign C[6]= 1;
	assign E[0]= display4 == 1 ? 0 : 1;
	assign E[1]= 1;
	assign E[2]= 1;
	assign E[3]= display4 == 1 ? 0 : 1;
	assign E[4]= display4 == 1 ? 0 : 1;
   assign E[5]= display4 == 1 ? 0 : 1;
	assign E[6]= display4 == 1 ? 0 : 1;
endmodule
```
**./run.sh**
```bash
#!/bin/bash
# OpenROAD 26Q1-2900-gdf79404cd8, Yosys 0.63+post, stock flow scripts
make -C /OpenROAD-flow-scripts/flow DESIGN_CONFIG=/design/flow/config.mk WORK_HOME=/design/flow/orfs finish
```
**./config.mk**
```make
export PLATFORM = sky130hd
export DESIGN_NAME = project
export DESIGN_NICKNAME = project
export VERILOG_FILES = /design/flow/design.v
export SDC_FILE = /design/flow/constraint.sdc
export NUM_CORES = 4
export LEC_CHECK = 1
export CORE_UTILIZATION = 50
```
**./constraint.sdc**
```tcl
current_design project

set clk_period 4.9
set clk_io_pct 0.2

create_clock -name clk0 -period $clk_period [get_ports {clk}]

set non_clock_inputs [all_inputs -no_clocks]
set_input_delay [expr $clk_period * $clk_io_pct] -clock clk0 $non_clock_inputs
set_output_delay [expr $clk_period * $clk_io_pct] -clock clk0 [all_outputs]
```
==> summary.txt <==
run results: status=complete, no violations, initial antenna violation count=0, predominant post-synthesis flop cell=dfxtp_1, overall routed net length=6310 µm, routed length on met2=3140 µm, CTS tree=built, number of max-slew violations in the final report=0, minimum setup slack after placement=1.01 ns, final hold vios=0, number of max-cap violations=0, total cell area reported by yosys after synthesis=3680 µm², FMAX=0.257 GHz, kind of cell with the highest combined delay on the critical path=buffers and inverters, Diodes inserted=0, endpoints left unconstrained=67, aggregate global-route resource usage=18.3%, wire length on met1=2850 µm, DP HPWL=4780 µm, Data required, critical path=3.92 ns, filler instances=636, dominant cell type by area after synthesis=dfxtp_1, accumulated negative setup slack=0 ns, Post-Synthesis Mean Instance Area=8.94 µm², cell count after synthesis=412, RSZ-0062 raised after global routing=false, Post-CTS Repair Setup Buffers=0, clock buffers created by TritonCTS=5, Yosys top cell area share=28.8%, number of port buffers=37, detailed-route wire length per cell=11.9 µm, area delta synth->final=12.1%, number of register pins that no clock reaches=36, vias per cell=5.05, Worst Path Arrival=2.91 ns, Lkg Pwr=1.50 nW, share of synthesized registers carrying an async set or reset=0%, maximum fanout along the worst path=14, chip area=7710 µm², clock input transition at the sequential cells of the worst setup and hold paths=0.07 ns, total number of placement rows=30, dpl cell area=3990 µm², via count of the first global-routing pass=2,399, Die Ht=87.8 µm, top sig layer=met4, number of failing setup endpoints in the final timing report=0, critical-path cell with the highest stage delay=clkdlybuf4s50_1, pin slew with the least headroom to its limit=0.894 ns, Core Footprint=6940 µm², CP Class=primary input to output pin, count of hold-fix buffers inserted at cts=0, number of ports placed on the die boundary=50, buffer type at the clock tree root=clkbuf_8, Antenna Violating Nets Remaining=0, global-route congestion overflow total=0, number of buffers between clock root and the deepest sink=2, Die W=87.8 µm, cell area after synthesis=3680 µm², Synth Seq Share=41.9%, flops out of synthesis=69, tally of OpenROAD warnings=34, PD cells=156 nW/µm², setup clock skew after layout=0.00686 ns, critical path launch point type=primary input, count of instantiated cells in the yosys netlist=412, count of distinct cell types in the synthesized netlist=53, Setup WS post-layout=1.01 ns, Max stage delay on crit path=0.83 ns, biggest area cells=dfxtp_1, edfxtp_1, xnor2_1, buf_4, ha_1, Max rail drop VDD=0.000393 V, classification of the worst-slack hold path=flip-flop to flip-flop, worst-skew pair later-pin latency=0.28 ns, dominant cell type by count on the critical path=clkdlybuf4s50_1, routability-driven placement congestion ratio=0.852, DRT iter0 DRCs=63, H-tree level count=2, Max transition margin=39.5%, post-route design area=4130 µm², initial core utilization=53.0%, pin count of the biggest net entering global routing=37, total buffers and inverters traversed by the critical path=2, Yosys warnings=1, Critical Path End Type=output pin, remaining design rule violation count=0, First-pass DRT Iterations=4, via count=2,672, global-route wire length before repair=10,800 µm, min Tclk post-route=3.89 ns, count of library flops with an enable pin=16, Detail Route met3 WL=221 µm, layout cell share with drive strength beyond 1=3.46%, number of cells upsized or downsized after cts=0, post-route clock period utilization=79.4%, cells along the critical path=clkdlybuf4s50_1 -> nand2b_1 -> nand3_1 -> o21a_1 -> o22ai_1 -> clkdlybuf4s50_1
-- cells by family after synthesis --
logic type / count (synthesis) / synth area share, %
AOI/OAI and AO/OA: 70 / 12.9
xor gates and xnor gates: 41 / 9.75
adders and majority gates: 15 / 5.30
buffers and inverters: 73 / 9.99
DFF: 69 / 41.9
muxes: 3 / 0.849
other: 2 / 0.204
and+or+nand+nor: 139 / 19.2
-- sequential cells by signal (all words and copies together) (netlist names) --
| signal | cells |
|---|---|
| display4 | 1 |
| display3 | 1 |
| display2 | 1 |
| display | 1 |
| displayvar | 4 |
| a | 4 |
| number4 | 4 |
| number2 | 4 |
| number1 | 3 |
| counter | 4 |
| number3 | 4 |
| button_r | 1 |
| cout | 1 |
| count | 32 |
| counts | 4 |
-- path summary, 6_finish.rpt --
check	startpoint	to	slack (ns)	depth (start not counted)
setup reg to reg	count[0]$_SDFF_PP0_	cout$_DFFE_PP_	2.37	4
setup / recovery	num[3]	out[0]	1.01	6
hold / removal	count[21]$_SDFF_PP0_	count[21]$_SDFF_PP0_	0.49	2
hold reg to reg	count[21]$_SDFF_PP0_	count[21]$_SDFF_PP0_	0.49	2
-- cell usage after synthesis (all sizes together) (6+ instances only) --
library cell / number
nand4: 9
xor2: 19
o22ai: 9
nor3: 10
inv: 28
nand3: 15
nand2: 28
dfxtp: 53
o221ai: 6
clkbuf: 18
nor2: 42
buf: 27
edfxtp: 16
xnor2: 22
a21oi: 17
o21ai: 10
ha: 14
-- through the flow --
stage	utilization (%)	total power [W]	hold slack [ns]	cells
after floorplan	-	0.000332	0.441	432
after global placement	57.5	0.000351	0.461	521
after detailed placement	57.5	0.000352	0.474	521
after CTS	59.4	0.000651	0.488	529
after global routing	59.4	0.000671	0.507	529
final	59.4	0.000642	0.488	529
-- tightest hold or removal path, stage by stage (launching register included) --
cell and delay, ns:
dfxtp_1 0.33, o31ai_1 0.06, a21oi_1 0.05
-- layout make-up --
cell class	count	area [µm²]	area share, %
Tap cell	96	120	2.91
Timing Repair Buffer	38	378	9.16
Clock inverter	3	65.1	1.58
Clock buffer	5	68.8	1.67
Sequential cell	69	1540	37.4
Inverter	28	105	2.55
Multi-Input combinational cell	290	1850	44.8
-- metal layers --
layer	up-vias	global-route usage (%)
met5	-	0
met4	0	3.13
met3	6	2.77
met2	54	31.6
met1	1195	25.7
li1	1417	-
-- cell usage in the layout, fill, tap and decap left out, types with 4 or more instances in the layout --
cell,Yosys,routed
nor4_1,5,5
a21o_1,4,4
clkdlybuf4s50_1,0,37
nor2_1,42,42
nor2b_1,5,5
clkbuf_8,0,5
nor3_1,10,10
inv_1,28,28
o22ai_1,9,9
o211ai_1,4,4
a21oi_1,17,17
xor2_1,19,19
conb_1,2,22
nand4_1,8,8
ha_1,14,14
xnor2_1,22,22
nand2b_1,5,5
o21ai_0,10,10
nand2_1,28,28
o31ai_1,4,4
dfxtp_1,53,53
o221ai_1,6,6
nand3_1,14,14
and3_1,4,4
edfxtp_1,16,16
-- power by group --
| group | internal [W] | total [W] | switching (W) |
|---|---|---|---|
| Clock | 0.000202 | 0.000297 | 0.0000954 |
| Combinational | 0.0000314 | 0.0000596 | 0.0000282 |
| Sequential | 0.000283 | 0.000285 | 0.00000224 |
| Total | 0.000516 | 0.000642 | 0.000126 |
Power and IR drop assume default switching activity.
